==> flow/design.v <==
module ball_movement #(parameter X = 700,   
											Y = 200 )(
		frame, 
		clk,
		rst,
		paddle1,
		paddle2,
		ball_x,
		ball_y,
		win_rst1,
		win_rst2
);
	input 		  frame;
	input 		  clk;
	input 		  rst;
	input [9:0]   paddle1;
	input [9:0]   paddle2;
	output [10:0] ball_x;
	output [9:0]  ball_y;
	output 		  win_rst1;
	output 		  win_rst2;
	reg [10:0] 	  ball_x;
	reg [9:0] 	  ball_y;
	reg [1:0] 	  v_x;
	reg [1:0] 	  v_y;
	reg 			  sw_y;
	reg 			  sw_x;
	reg 			  win_rst1;
	reg 			  win_rst2;
		always @  ( posedge clk) 
		begin
			if ( rst == 1 ) 
			begin
				ball_y <= Y;
				ball_x <= X;
				v_x <= 1;  
				v_y <= 1;  
				sw_y <= 0;
				sw_x <= 0;
				win_rst1 <= 0;
				win_rst2 <= 0;
			end
			else 
			begin
				if ( frame == 1 && win_rst1 == 0 && win_rst2 == 0) 
				begin 
					if ( ball_y == 2 )
						sw_y <= 1;
					else if ( ball_y == 566 )
						sw_y <= 0;
					else
						sw_y <= sw_y;
					if ( ball_x <= 2 )
						win_rst2 <= 1;
					else if ( ball_x >= 766 )
						win_rst1 <= 1;
					else 
						sw_x <= sw_x;
					if ( sw_x == 1 )
						ball_x <= ball_x + v_x;
					else 
						ball_x <= ball_x - v_x;
					if ( sw_y == 1 )
						ball_y <= ball_y + v_y;
					else 
						ball_y <= ball_y - v_y;
					if ( ((ball_y <= paddle1 + 128) && ( (ball_y >= paddle1 - 32) || ( paddle1 <= 32 && ball_y <= 128 ) )) && ball_x == 18 )
						sw_x <= 1;
					if ( ((ball_y <= paddle2 + 128) && ((ball_y >= paddle2 - 32) || ( paddle2 <= 32 && ball_y <= 128 ) )) && ball_x == 750 )
						sw_x <= 0;
				end 
				else if ( win_rst1 == 1 || win_rst2 == 1 ) 
				begin
					ball_y <= Y;
					ball_x <= X;
				   sw_y <= 0;
				   sw_x <= 0;
					win_rst1 <= 0;
					win_rst2 <= 0;
				end
			end
		end
endmodule
==> flow/run.sh <==
#!/bin/bash
# OpenROAD 26Q1-2900-gdf79404cd8, Yosys 0.63+post, stock flow scripts
make -C /OpenROAD-flow-scripts/flow DESIGN_CONFIG=/design/flow/config.mk WORK_HOME=/design/flow/orfs finish
==> flow/config.mk <==
export PLATFORM = sky130hd
export DESIGN_NAME = ball_movement
export DESIGN_NICKNAME = ball_movement
export VERILOG_FILES = /design/flow/design.v
export SDC_FILE = /design/flow/constraint.sdc
export NUM_CORES = 4
export LEC_CHECK = 1
export CORE_UTILIZATION = 40
==> flow/constraint.sdc <==
current_design ball_movement

set clk_period 5.1
set clk_io_pct 0.2

create_clock -name clk0 -period $clk_period [get_ports {clk}]

set non_clock_inputs [all_inputs -no_clocks]
set_input_delay [expr $clk_period * $clk_io_pct] -clock clk0 $non_clock_inputs
set_output_delay [expr $clk_period * $clk_io_pct] -clock clk0 [all_outputs]
==> flow_summary.yaml <==
# synthesis and place-and-route metrics
final_timing:
  final_max_slew_viol_count: 0
  setup-violations-final: 0
  fmax_mhz: 322.8
  period_used_pct: 60.74
  tns_ps: 0
  rsz0062_at_grt: "false"
  max_slew.worst_pin.slew_ps: 823.6
  hold_violations: 0
  slew_headroom_pct: 44.67
  fin_crit_ps: 3098
  finalClockSkew_ps: 2.972
logic_synthesis:
  synth-edff-count: 0
  ys_cells: 366
  yosysTopAreaCellShare_pct: 23.53
  yosys.area.top_type: "ha_1"
  ys_area_sq_mm: 0.002818
  ff_type: "dfxtp_1"
  synth_cells: 366
  numSynthFlops: 25
  ys_types: 46
  yosysWarnings: 1
  ys_seq_share_pct: 17.76
  synthTopCellsByArea: "ha_1, dfxtp_1, a21oi_1"
  async_reset_ff_share_pct: 0
  syn_area_sq_mm: 0.002818
  avgSynthCellArea_sq_um: 7.699
clocking:
  clock-root-buffer: "clkbuf_8"
  cts_made_buffers: 3
  clock.latency.late_pin_ps: 270
  htree_levels: 1
  path_clk_slew_ps: 100
  cts_tree: "built"
  cts_setup_buffers: 0
  ctsHoldBuffers: 0
  clkSinkCount: 25
  ctsResizeCount: 0
  cts_buffer_depth: 2
pwr:
  ir_drop_v: 0.0001095
  p_sw_mw: 0.2591
  p_comb_share_pct: 44.3
  p_int_mw: 0.4224
  swShare_pct: 38.02
  power_mw: 0.6815
  share_seq_of_total_power_pct: 37.4
  p_per_area_mw_per_mm2: 199.6
  pwr-share-clk_pct: 18.3
  leakagePower_nw: 1.432
layout:
  drive_above_1_share_pct: 2.200
  nFillCells: 664
  fin_area_sq_mm: 0.003415
  utilization_pct: 50.26
  syn2layout_area_growth_pct: 21.18
  fin_cells: 505
drt:
  drt_iter0_drc: 122
  viasPerCell: 5.398
  num_antenna_cells: 0
  final_antenna_net_count: 0
  drc: 0
  firstDrtPassIters: 6
  wl_per_cell_um: 14.77
  num_vias: 2726
  wl_um: 7458
die:
  initCoreUtil_pct: 41.47
  dieHeight_um: 85.93
  ioPinCount: 46
  die-area_sq_mm: 0.007384
  die_w_um: 85.93
  num_rows: 30
  core_area_sq_mm: 0.006794
setup_path:
  critPathKind: "primary input to register"
  path_buffers: 2
  cp_max_fo: 3
  critPathTopFamily: "AND-OR/OR-AND gates"
  crit_top_cell: "ha_1"
  arrival_ps: 3290
  worstPathCellList: "clkdlybuf4s50_1 > inv_1 > ha_1 > xnor2_1 > ha_1 > a21o_1 > a211o_1 > o221ai_1 > a221oi_2 > nor4_1"
  cp.required_ps: 5290
  cp_slowest_cell: "clkdlybuf4s50_1"
  cpPeakStageDelay_ps: 510
  crit_path_end_kind: "register"
  start_kind: "primary input"
global_routing:
  grt-ovfl-total: 0
  grt_start_max_net_pins: 16
  antenna_found_initial: 0
  grt_pass1_wl_um: 12280
  grt_pass1_vias: 2565
  gr-usage-all-layers_pct: 21.11
job:
  warning_count: 29
  max-cap-violations: 0
place:
  port_buffers: 45
  hpwl_um: 5802
  place_inst: 501
  place_congestion: 0.8686
  placed_area_sq_mm: 0.003366
outcome:
  status: "completed"
worst_hold_path:
  hold_path.class: "register to register"
## metrics by stage
step | hold WS [ps] | worst slack [ps]
2_1_floorplan | 470.4 | 2414
3_3_place_gp | 530.1 | 1694
3_5_place_dp | 526.5 | 1666
4_1_cts | 540.6 | 1968
5_1_grt | 573.3 | 1892
6_report | 535.1 | 2002
## worst min-delay path, delay by kind of cell, from the launching register on
family | cells | cell delay [ps]
compound gates | 1 | 60
flops | 1 | 360
simple gates | 1 | 70
## area by class of cell
type	instances	area [sq um]	area share [%]
tap	96	120.1	3.518
sequential	25	500.5	14.66
timing repair buffer	45	450.4	13.19
clock inverter	1	7.507	0.2199
clock buffer	3	41.29	1.209
inverter	32	120.1	3.518
multi-input combinational	303	2175	63.69
## cell usage in the layout, fill, tap and decap left out, drive strengths merged, types with 9 or more instances in the layout
| cell | instances |
|---|---|
| dfxtp | 25 |
| o21ai | 20 |
| nand2 | 26 |
| a21oi | 31 |
| ha | 53 |
| xnor2 | 15 |
| nor3 | 13 |
| nor2 | 35 |
| clkdlybuf4s50 | 45 |
| nand3 | 11 |
| nand4 | 9 |
| inv | 32 |
## path summary, 6_finish.rpt
check | startpoint | endpoint | slack (ps) | depth (start not counted)
setup / recovery | paddle2[5] | sw_x$_SDFFE_PP0P_ | 2000 | 10
hold / removal | ball_x[8]$_SDFFE_PP0P_ | ball_x[8]$_SDFFE_PP0P_ | 540 | 2
setup reg to reg | sw_y$_SDFFE_PP0P_ | ball_y[9]$_SDFFE_PP0P_ | 2530 | 9
hold reg to reg | ball_x[8]$_SDFFE_PP0P_ | ball_x[8]$_SDFFE_PP0P_ | 540 | 2
## power groups by stage
stage	sequential [mW]	combinational, mW	clock, mW
4_1_cts	0.255	0.305	0.129
5_1_grt	0.260	0.350	0.139
6_report	0.255	0.302	0.124
## layer usage
metal | wire (um) | global-route usage (%)
met5 | 0 | 0
met4 | 40 | 1.667
met3 | 236 | 1.660
met2 | 3568 | 36.51
met1 | 3612 | 30.38
## logic make-up after synthesis
| group | count (synthesis) | synth area share (%) |
|---|---|---|
| AOI/OAI and AO/OA | 98 | 22.60 |
| xor gates and xnor gates | 23 | 7.149 |
| adders and majority gates | 55 | 24.96 |
| buffers and inverters | 38 | 5.062 |
| DFF | 25 | 17.76 |
| muxes | 1 | 0.3553 |
| and+or+nand+nor | 126 | 22.11 |
## flip-flops by register name, summed over array words and instances (netlist names)
signal / count
ball_x: 11
ball_y: 10
sw_x: 1
sw_y: 1
win_rst1: 1
win_rst2: 1
## Yosys cell counts (2+ instances only)
cell,instances
a22oi_1,5
o21bai_1,2
nand2_1,26
inv_1,32
xnor2_1,15
xor2_1,8
a31oi_1,2
nand3_1,11
nand4_1,9
nand2b_1,6
clkbuf_1,6
a21o_1,6
a21oi_1,31
a211o_1,5
and3_1,2
o22ai_1,3
o21ai_0,20
dfxtp_1,25
nor3_1,13
nor2b_1,3
fa_1,2
or3_1,5
nor2_1,35
a211oi_1,6
nor4_1,8
o21a_1,3
ha_1,53
o211ai_1,4
a2111oi_0,2
nand4b_1,2
Power figures rest on the tool's default switching activity, not on a simulated workload.
