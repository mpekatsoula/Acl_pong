### /design/flow/config.mk
export PLATFORM = sky130hd
export DESIGN_NAME = draw_score
export DESIGN_NICKNAME = draw_score
export VERILOG_FILES = /design/flow/design.v
export SDC_FILE = /design/flow/constraint.sdc
export NUM_CORES = 4
export LEC_CHECK = 1
export CORE_AREA = 10 10 101 101
export DIE_AREA = 0 0 111 111
### /design/flow/constraint.sdc
current_design draw_score

set clk_period 4.5
set clk_io_pct 0.2

create_clock -name clk0 -period $clk_period [get_ports {clk}]

set non_clock_inputs [all_inputs -no_clocks]
set_input_delay [expr $clk_period * $clk_io_pct] -clock clk0 $non_clock_inputs
set_output_delay [expr $clk_period * $clk_io_pct] -clock clk0 [all_outputs]
### /design/flow/design.v
module draw_score #(parameter WIDTH = 10,    
               HEIGHT = 40)(                 
		win_rst,
		hcount,
		vcount,
		x,
		clk,
		rst,
		pixel,
		over
);
	input [10:0] hcount;
	input [9:0]  vcount;
	input	[9:0]	 x;
	input			 win_rst;
	input 		 clk;
	input			 rst;
	output [7:0] pixel;
	output		 over;
	reg [7:0]	 COLOR = 8'hCF;
	reg			 over;
	reg [3:0]	 NUMBER;
	reg [7:0] 	 pixel;
	reg [9:0]  	 y = 50;
		always @(posedge clk) 
		begin
			if (rst == 1)
			begin
				NUMBER <= 0;
				over <= 0;
			end
			else
				if (win_rst == 1)
				begin
					NUMBER <= NUMBER + 1;
					if (NUMBER >= 9)
					begin
						over <= 1;
						NUMBER <= 0;
					end
					else
						over <= over;
				end
				else
					NUMBER <= NUMBER;
				case (NUMBER)
					0:
						if (((hcount >= x && hcount < (x + 2*WIDTH + HEIGHT)) && (vcount >= y && vcount < (y + WIDTH))) ||  
							 ((hcount >= x && hcount < (x + WIDTH)) && (vcount >= (y + WIDTH) && vcount < (y + 2*WIDTH + HEIGHT))) ||  
							 ((hcount >= x && hcount < (x + WIDTH)) && (vcount >= (y + 2*WIDTH + HEIGHT) && vcount < (y + 2*WIDTH + 2*HEIGHT))) ||  
							 ((hcount >= x && hcount < (x + 2*WIDTH + HEIGHT)) && (vcount >= (y + 2*WIDTH + 2*HEIGHT) && vcount < (y + 3*WIDTH + 2*HEIGHT))) ||  
							 ((hcount >= (x + WIDTH + HEIGHT) && hcount < (x + 2*WIDTH + HEIGHT)) && (vcount >= (y + WIDTH) && vcount < (y + 2*WIDTH + HEIGHT))) ||  
							 ((hcount >= (x + WIDTH + HEIGHT) && hcount < (x + 2*WIDTH + HEIGHT)) && (vcount >= (y + 2*WIDTH + HEIGHT) && vcount < (y + 2*WIDTH + 2*HEIGHT)))  
							)
							pixel <= COLOR;
						else 
							pixel <= 8'b0;
					1:
						if (((hcount >= (x + WIDTH + HEIGHT) && hcount < (x + 2*WIDTH + HEIGHT)) && (vcount >= y && vcount < (y + 2*WIDTH + HEIGHT))) ||  
							 ((hcount >= (x + WIDTH + HEIGHT) && hcount < (x + 2*WIDTH + HEIGHT)) && (vcount >= (y + 2*WIDTH + HEIGHT) && vcount < (y + 3*WIDTH + 2*HEIGHT)))  
							 )
							pixel <= COLOR;
						else 
							pixel <= 8'b0;
					2:
						if (((hcount >= x && hcount < (x + 2*WIDTH + HEIGHT)) && (vcount >= y && vcount < (y + WIDTH))) ||  
							 ((hcount >= (x + WIDTH + HEIGHT) && hcount < (x + 2*WIDTH + HEIGHT)) && (vcount >= (y + WIDTH) && vcount < (y + WIDTH + HEIGHT))) ||  
							 ((hcount >= x && hcount < (x + 2*WIDTH + HEIGHT)) && (vcount >= (y + WIDTH + HEIGHT) && vcount < (y + 2*WIDTH + HEIGHT))) ||  
							 ((hcount >= x && hcount < (x + WIDTH)) && (vcount >= (y + 2*WIDTH + HEIGHT) && vcount < (y + 2*WIDTH + 2*HEIGHT))) ||  
							 ((hcount >= x && hcount < (x + 2*WIDTH + HEIGHT)) && (vcount >= (y + 2*WIDTH + 2*HEIGHT) && vcount < (y + 3*WIDTH + 2*HEIGHT)))  
							 )
							pixel <= COLOR;
						else 
							pixel <= 8'b0;
					3:
						if (((hcount >= x && hcount < (x + 2*WIDTH + HEIGHT)) && (vcount >= y && vcount < (y + WIDTH))) ||  
							 ((hcount >= (x + WIDTH + HEIGHT) && hcount < (x + 2*WIDTH + HEIGHT)) && (vcount >= (y + WIDTH) && vcount < (y + WIDTH + HEIGHT))) ||  
							 ((hcount >= x && hcount < (x + 2*WIDTH + HEIGHT)) && (vcount >= (y + WIDTH + HEIGHT) && vcount < (y + 2*WIDTH + HEIGHT))) ||  
							 ((hcount >= (x + WIDTH + HEIGHT) && hcount < (x + 2*WIDTH + HEIGHT)) && (vcount >= (y + 2*WIDTH + HEIGHT) && vcount < (y + 2*WIDTH + 2*HEIGHT))) ||  
							 ((hcount >= x && hcount < (x + 2*WIDTH + HEIGHT)) && (vcount >= (y + 2*WIDTH + 2*HEIGHT) && vcount < (y + 3*WIDTH + 2*HEIGHT)))  
							 )
							pixel <= COLOR;
						else 
							pixel <= 8'b0;
					4:
						if (((hcount >= x && hcount < (x + WIDTH)) && (vcount >= y && vcount < (y + WIDTH + HEIGHT))) ||  
							 ((hcount >= (x + WIDTH + HEIGHT) && hcount < (x + 2*WIDTH + HEIGHT)) && (vcount >= y && vcount < (y + WIDTH + HEIGHT))) ||  
							 ((hcount >= x && hcount < (x + 2*WIDTH + HEIGHT)) && (vcount >= (y + WIDTH + HEIGHT) && vcount < (y + 2*WIDTH + HEIGHT))) ||  
							 ((hcount >= (x + WIDTH + HEIGHT) && hcount < (x + 2*WIDTH + HEIGHT)) && (vcount >= (y + 2*WIDTH + HEIGHT) && vcount < (y + 2*WIDTH + 2*HEIGHT)))  
							 )
							pixel <= COLOR;
						else 
							pixel <= 8'b0;
					5:
						if (((hcount >= x && hcount < (x + 2*WIDTH + HEIGHT)) && (vcount >= y && vcount < (y + WIDTH))) ||  
							 ((hcount >= x && hcount < (x + WIDTH)) && (vcount >= (y + WIDTH) && vcount < (y + WIDTH + HEIGHT))) ||  
							 ((hcount >= x && hcount < (x + 2*WIDTH + HEIGHT)) && (vcount >= (y + WIDTH + HEIGHT) && vcount < (y + 2*WIDTH + HEIGHT))) ||  
							 ((hcount >= (x + WIDTH + HEIGHT) && hcount < (x + 2*WIDTH + HEIGHT)) && (vcount >= (y + 2*WIDTH + HEIGHT) && vcount < (y + 2*WIDTH + 2*HEIGHT))) ||  
							 ((hcount >= x && hcount < (x + 2*WIDTH + HEIGHT)) && (vcount >= (y + 2*WIDTH + 2*HEIGHT) && vcount < (y + 3*WIDTH + 2*HEIGHT)))  
							 )
							pixel <= COLOR;
						else 
							pixel <= 8'b0;
					6:
						if (((hcount >= x && hcount < (x + 2*WIDTH + HEIGHT)) && (vcount >= y && vcount < (y + WIDTH))) ||  
							 ((hcount >= x && hcount < (x + WIDTH)) && (vcount >= (y + WIDTH) && vcount < (y + WIDTH + HEIGHT))) ||  
							 ((hcount >= x && hcount < (x + 2*WIDTH + HEIGHT)) && (vcount >= (y + WIDTH + HEIGHT) && vcount < (y + 2*WIDTH + HEIGHT))) ||  
							 ((hcount >= x && hcount < (x + WIDTH)) && (vcount >= (y + 2*WIDTH + HEIGHT) && vcount < (y + 2*WIDTH + 2*HEIGHT))) ||  
							 ((hcount >= (x + WIDTH + HEIGHT) && hcount < (x + 2*WIDTH + HEIGHT)) && (vcount >= (y + 2*WIDTH + HEIGHT) && vcount < (y + 2*WIDTH + 2*HEIGHT))) ||  
							 ((hcount >= x && hcount < (x + 2*WIDTH + HEIGHT)) && (vcount >= (y + 2*WIDTH + 2*HEIGHT) && vcount < (y + 3*WIDTH + 2*HEIGHT)))  
							 )
							pixel <= COLOR;
						else 
							pixel <= 8'b0;
					7:
						if (((hcount >= x && hcount < (x + 2*WIDTH + HEIGHT)) && (vcount >= y && vcount < (y + WIDTH))) ||  
							 ((hcount >= (x + WIDTH + HEIGHT) && hcount < (x + 2*WIDTH + HEIGHT)) && (vcount >= (y + WIDTH) && vcount < (y + 2*WIDTH + HEIGHT))) ||  
							 ((hcount >= (x + WIDTH + HEIGHT) && hcount < (x + 2*WIDTH + HEIGHT)) && (vcount >= (y + 2*WIDTH + HEIGHT) && vcount < (y + 3*WIDTH + 2*HEIGHT)))  
							 )
							pixel <= COLOR;
						else 
							pixel <= 8'b0;
					8:
						if (((hcount >= x && hcount < (x + 2*WIDTH + HEIGHT)) && (vcount >= y && vcount < (y + WIDTH))) ||  
							 ((hcount >= x && hcount < (x + WIDTH)) && (vcount >= (y + WIDTH) && vcount < (y + WIDTH + HEIGHT))) ||  
							 ((hcount >= x && hcount < (x + 2*WIDTH + HEIGHT)) && (vcount >= (y + WIDTH + HEIGHT) && vcount < (y + 2*WIDTH + HEIGHT))) ||  
							 ((hcount >= x && hcount < (x + WIDTH)) && (vcount >= (y + 2*WIDTH + HEIGHT) && vcount < (y + 2*WIDTH + 2*HEIGHT))) ||  
							 ((hcount >= x && hcount < (x + 2*WIDTH + HEIGHT)) && (vcount >= (y + 2*WIDTH + 2*HEIGHT) && vcount < (y + 3*WIDTH + 2*HEIGHT))) ||  
							 ((hcount >= (x + WIDTH + HEIGHT) && hcount < (x + 2*WIDTH + HEIGHT)) && (vcount >= (y + WIDTH) && vcount < (y + WIDTH + HEIGHT))) ||  
							 ((hcount >= (x + WIDTH + HEIGHT) && hcount < (x + 2*WIDTH + HEIGHT)) && (vcount >= (y + 2*WIDTH + HEIGHT) && vcount < (y + 2*WIDTH + 2*HEIGHT)))  
							 )
							pixel <= COLOR;
						else 
							pixel <= 8'b0;
					9:
						if (((hcount >= x && hcount < (x + 2*WIDTH + HEIGHT)) && (vcount >= y && vcount < (y + WIDTH))) ||  
							 ((hcount >= x && hcount < (x + WIDTH)) && (vcount >= (y + WIDTH) && vcount < (y + WIDTH + HEIGHT))) ||  
							 ((hcount >= (x + WIDTH + HEIGHT) && hcount < (x + 2*WIDTH + HEIGHT)) && (vcount >= (y + WIDTH) && vcount < (y + WIDTH + HEIGHT))) ||  
							 ((hcount >= x && hcount < (x + 2*WIDTH + HEIGHT)) && (vcount >= (y + WIDTH + HEIGHT) && vcount < (y + 2*WIDTH + HEIGHT))) ||  
							 ((hcount >= (x + WIDTH + HEIGHT) && hcount < (x + 2*WIDTH + HEIGHT)) && (vcount >= (y + 2*WIDTH + HEIGHT) && vcount < (y + 2*WIDTH + 2*HEIGHT)))  
							 )
							pixel <= COLOR;
						else 
							pixel <= 8'b0;
					default:
						;
				endcase
		end
endmodule
### /design/flow/run.sh
#!/bin/bash
# OpenROAD 26Q1-2900-gdf79404cd8, Yosys 0.63+post, stock flow scripts
make -C /OpenROAD-flow-scripts/flow DESIGN_CONFIG=/design/flow/config.mk WORK_HOME=/design/flow/orfs finish
==> results.json <==
{
  "hp-start": "over",
  "clk_pin_slew_worst_paths_ps": 40,
  "grt_usage": 0.0877,
  "startpoint": "x[3]",
  "crit_chain": "clkdlybuf4s50_1, inv_1, ha_1, nand2_1, nor2_1, nand2_1, nand2_1, a221oi_2, a21oi_2, o41a_1, ha_4, nand3_2, a211oi_1, a211o_1, nand3_2, nor2_1, a31oi_1, a211oi_1, a2111o_1",
  "antenna_found_initial": 0,
  "min_to": "over",
  "cts_buffers": 3,
  "cts_tree": "done",
  "num_vias": 2255,
  "seqPwrFrac": 0.153,
  "skew_ps": 7.09,
  "crit_top_cell": "nand2_1",
  "antenna_cells": 0,
  "syn_area_sq_um": 2150,
  "top_cells_by_count": "43 x ha_1, 21 x nand2_1, 19 x inv_1, 19 x nor2_1, 19 x xnor2_1",
  "r2r-start": "NUMBER[1]",
  "ys_warn_count": 1,
  "pwr-share-clk": 0.205,
  "cts.root.buffer_cell": "clkbuf_8",
  "n_fill_cell": 840,
  "cp_slowest_stage_delay_ps": 470,
  "dp_hpwl_um": 4880,
  "postSynthSeqShare": 0.0604,
  "post_cts_buffers": 0,
  "drt_iter0_markers": 84,
  "timing.final.crit_period_ps": 4310,
  "max_freq_ghz": 0.232,
  "die_h_um": 111,
  "final_util": 0.352,
  "hold_viol": 0,
  "status": "finished, final reports clean",
  "wire_per_inst_um": 12.8,
  "ys_cells": 292,
  "grt_max_degree": 18,
  "dpl_cell_area_sq_um": 2760,
  "avgSynthCellArea_sq_um": 7.38,
  "wirelength_um": 5710,
  "drc_errors": 0,
  "synth.most_common_cell": "ha_1",
  "synth_chip_area_sq_um": 2150,
  "largest_area_cell": "ha_1",
  "viasPerCell": 5.04,
  "numSynthFlops": 6,
  "period_used_share": 0.959,
  "cts_hold_buf": 0,
  "comb_area_sq_um": 1920,
  "grt_pass1_wl_um": 9520,
  "ant_nets": 0,
  "critPathRequiredTime_ps": 4470,
  "internal_power_mw": 0.261,
  "final.setup.tns_ps": 0,
  "port_buffers": 39,
  "hold-worst-slack_ps": 475,
  "async_reset_ff_frac": 0,
  "p_leak_nw": 1.20,
  "core-area_sq_um": 8130,
  "reg2reg_slack_ps": 1990,
  "hold_class": "reg -> reg",
  "place_inst": 443,
  "tightestPinTransition_ps": 528,
  "overflow": 0,
  "setup_ws_ps": 185,
  "whs_path_depth": 2,
  "yosys.area.top_type_share": 0.250,
  "warning_count": 33,
  "topCellsByArea": "ha_1 25%, xnor2_1 7.7%, dfxtp_1 4.6%",
  "place.gp.congestion": 0.901,
  "power_mw": 0.423,
  "comb_power_share": 0.643,
  "die_w_um": 111,
  "htreeDepth": 1,
  "crit_path_end_kind": "flip-flop",
  "relSlewSlack": 0.639,
  "die-area_sq_um": 12300,
  "preCtsSetupSlack_ps": -260,
  "clock_latency_ps": 230,
  "syn_inst": 292,
  "drv_cap": 0,
  "path_class": "in -> reg",
  "slew_viol_final": 0,
  "numClockSinks": 6,
  "p_sw_mw": 0.162,
  "ir_worst_vdd_mv": 0.0943,
  "setup_viol": 0,
  "drive_gt1_frac": 0.137,
  "crit_family": "AND-OR/OR-AND gates",
  "dr.pass1.iters": 4,
  "ys_types": 62,
  "final_area_sq_um": 2870,
  "fp-utilization": 0.265,
  "cp_num_buf_inv": 2,
  "rows": 33,
  "worstPathArrival_ps": 4280,
  "slowest_stage": "clkdlybuf4s50_1",
  "edf_count": 1,
  "crit_fanout": 4,
  "p_sw_frac": 0.383,
  "setup.worst_path.start_class": "input port",
  "power.density_nw_per_um2": 147,
  "grt_pass1_vias": 2071,
  "io_pins": 43,
  "worstRegToRegCells": 10,
  "stdcell_count": 447,
  "synth-main-ff-cell": "dfxtp_1",
  "syn_to_final_growth_pct": 33.0,
  "r2r-end": "pixel[6]",
  "flop_area_sq_um": 130,
  "cts_buffer_depth": 2
}
## power by group through the flow
stage / Combinational (mW) / Clock (mW) / Sequential (mW)
CTS: 0.264 / 0.0876 / 0.0646
global route: 0.306 / 0.0925 / 0.0655
finish: 0.272 / 0.0865 / 0.0645
## cells in the final DEF (no fill, tap or decap), drive strengths merged, types with 9 or more instances in the layout
master,Yosys,layout
inv,19,19
nor2,19,19
buf,12,24
o21ai,19,19
clkdlybuf4s50,0,38
ha,43,43
nor3,9,9
nand3,17,17
xnor2,19,19
a21oi,19,19
nand2,21,21
## what timing repair did
item	CTS	global route
pin swaps	0	3
gates resized	1	12
endpoints found under the setup margin	1	1
## registers in the layout, indices dropped and copies added, names as in the netlist
register	cells
NUMBER	4
over	1
pixel	1
## area by class of cell
type | instances | share of cell area
flip-flops and latches | 6 | 0.0454
well taps | 105 | 0.0458
clock buffers | 4 | 0.0157
multi-input cells | 250 | 0.670
inverters | 19 | 0.0249
repair buffers | 63 | 0.199
## worst max-delay path by stage
stage,slack (ps),cells after the start,to
global route,-3,20,pixel[6]
finish,190,19,pixel[6]
CTS,8,19,pixel[6]
## layer usage
| layer | wire [um] | global-route usage | vias to the layer above |
|---|---|---|---|
| met2 | 2540 | 0.142 | 48 |
| li1 | - | - | 1187 |
| met1 | 2870 | 0.123 | 1018 |
| met4 | 4 | 0.00174 | 0 |
| met5 | 0 | 0 | - |
| met3 | 294 | 0.0186 | 2 |
## cell families (layout without fill, tap and decap cells)
group | after synthesis | count (layout) | synth area share
compound gates | 90 | 90 | 0.293
simple gates | 89 | 89 | 0.208
flops | 6 | 6 | 0.0604
xor+xnor | 22 | 22 | 0.0894
fa+ha+maj | 43 | 43 | 0.250
mux | 4 | 4 | 0.0186
buf+inv | 37 | 86 | 0.0790
other cells | 1 | 2 | 0.00174
## tightest hold or removal path, cell delays in order (launching register included)
cell,delay [ps]
dfxtp_1,320
nor2_1,50
nor2_1,70
Power and IR drop assume default switching activity.
