==> ./config.mk <==
export PLATFORM = sky130hd
export DESIGN_NAME = SPIcomponent
export DESIGN_NICKNAME = SPIcomponent
export VERILOG_FILES = /design/flow/design.v
export SDC_FILE = /design/flow/constraint.sdc
export NUM_CORES = 4
export LEC_CHECK = 1
export CORE_UTILIZATION = 40
==> ./constraint.sdc <==
current_design SPIcomponent

set clk_period 2.7
set clk_io_pct 0.2

create_clock -name clk0 -period $clk_period [get_ports {CLK}]

set non_clock_inputs [all_inputs -no_clocks]
set_input_delay [expr $clk_period * $clk_io_pct] -clock clk0 $non_clock_inputs
set_output_delay [expr $clk_period * $clk_io_pct] -clock clk0 [all_outputs]
==> ./design.v <==
module slaveSelect(
		rst,
		clk,
		transmit,
		done,
		ss
);
   input   rst;
   input   clk;
   input   transmit;
   input   done;
   output  ss;
   reg     ss = 1'b1;
		always @(posedge clk)
		begin: ssprocess
			begin
				if (rst == 1'b1)
					ss <= 1'b1;
				else if (transmit == 1'b1)
					ss <= 1'b0;
				else if (done == 1'b1)
					ss <= 1'b1;
			end
		end
endmodule
module SPIcomponent(
		CLK,
		RST,
		START,
		SDI,
		SDO,
		SCLK,
		SS,
		yAxis
);
   input			 CLK;
   input        RST;
   input        START;
   input        SDI;
   output       SDO;
   output       SCLK;
   output       SS;
   output [9:0] yAxis;
	wire [9:0] 	 yAxis;
   wire [15:0]  TxBuffer;
   wire [7:0]   RxBuffer;
   wire         doneConfigure;
   wire         done;
   wire         transmit;
		SPImaster C0(
					.rst(RST),
					.start(START),
					.clk(CLK),
					.transmit(transmit),
					.txdata(TxBuffer),
					.rxdata(RxBuffer),
					.done(done),
					.y_axis_data(yAxis)
		);
		SPIinterface C1(
					.sdi(SDI),
					.sdo(SDO),
					.rst(RST),
					.clk(CLK),
					.sclk(SCLK),
					.txbuffer(TxBuffer),
					.rxbuffer(RxBuffer),
					.done_out(done),
					.transmit(transmit)
		);
		slaveSelect C2(
					.clk(CLK),
					.ss(SS),
					.done(done),
					.transmit(transmit),
					.rst(RST)
		);
endmodule
module SPIinterface(
		txbuffer,
		rxbuffer,
		transmit,
		done_out,
		sdi, sdo,
		rst, clk,
		sclk
);
   input            clk;
   input            rst;
   input            transmit;
   input            sdi;
	input [15:0]     txbuffer;
   output [7:0]     rxbuffer;
   output           done_out;
   output           sdo;
   output           sclk;
	wire             sclk;
	wire             done_out;
   reg              sdo;
	wire [7:0]		  rxbuffer;
   parameter [7:0]  CLKDIVIDER = 8'hFF;		 
   parameter [1:0]  TxType_idle = 0,
                    TxType_transmitting = 1;
   parameter [1:0]  RxType_idle = 0,
                    RxType_recieving = 1;
   parameter [1:0]  SCLKType_idle = 0,
                    SCLKType_running = 1;
   reg [7:0]        clk_count = 7'd0;
   reg              clk_edge_buffer = 1'd0;
   reg              sck_previous = 1'b1;
   reg              sck_buffer = 1'b1;
   reg [15:0]       tx_shift_register = 16'h0000;
   reg [3:0]        tx_count = 4'h0;
   reg [7:0]        rx_shift_register = 8'h00;
   reg [3:0]        rx_count = 4'h0;
   reg              done = 1'b0;
   reg [1:0]        TxSTATE = TxType_idle;
   reg [1:0]        RxSTATE = RxType_idle;
   reg [1:0]        SCLKSTATE = SCLKType_idle;
		always @(posedge clk)
		begin: TxProcess
			begin
				if (rst == 1'b1)
				begin
					tx_shift_register <= 16'd0;
					tx_count <= 4'd0;
					sdo <= 1'b1;
					TxSTATE <= TxType_idle;
				end
				else
					case (TxSTATE)
						TxType_idle :
							begin
								tx_shift_register <= txbuffer;
								if (transmit == 1'b1)
									TxSTATE <= TxType_transmitting;
								else if (done == 1'b1)
									sdo <= 1'b1;
							end
						TxType_transmitting :
							if (sck_previous == 1'b1 & sck_buffer == 1'b0)
							begin
								if (tx_count == 4'b1111) begin
									TxSTATE <= TxType_idle;
									tx_count <= 4'd0;
									sdo <= tx_shift_register[15];
								end
								else begin
									tx_count <= tx_count + 4'b0001;
									sdo <= tx_shift_register[15];
									tx_shift_register <= {tx_shift_register[14:0], 1'b0};
								end
							end
					endcase
			end
		end
		always @(posedge clk)
		begin: RxProcess
			begin
				if (rst == 1'b1)
				begin
					rx_shift_register <= 8'h00;
					rx_count <= 4'h0;
					done <= 1'b0;
					RxSTATE <= RxType_idle;
				end
				else
					case (RxSTATE)
						RxType_idle :
							if (transmit == 1'b1)
							begin
								RxSTATE <= RxType_recieving;
								rx_shift_register <= 8'h00;
							end
							else if (SCLKSTATE == RxType_idle)
								done <= 1'b0;
						RxType_recieving :
							if (sck_previous == 1'b0 & sck_buffer == 1'b1)
							begin
								if (rx_count == 4'b1111)
								begin
									RxSTATE <= RxType_idle;
									rx_count <= 4'd0;
									rx_shift_register <= {rx_shift_register[6:0], sdi};
									done <= 1'b1;
								end
								else
								begin
									rx_count <= rx_count + 4'd1;
									rx_shift_register <= {rx_shift_register[6:0], sdi};
								end
							end
					endcase
			end
		end
		always @(posedge clk)
		begin: SCLKgen
			begin
				if (rst == 1'b1)
				begin
					clk_count <= 8'h00;
					SCLKSTATE <= SCLKType_idle;
					sck_previous <= 1'b1;
					sck_buffer <= 1'b1;
				end
				else
					case (SCLKSTATE)
						SCLKType_idle :
							begin
								sck_previous <= 1'b1;
								sck_buffer <= 1'b1;
								clk_count <= 8'h00;
								clk_edge_buffer <= 1'b0;
								if (transmit == 1'b1)
								begin
									SCLKSTATE <= SCLKType_running;
								end
							end
						SCLKType_running :
							if (done == 1'b1) begin
								SCLKSTATE <= SCLKType_idle;
							end
							else if (clk_count == CLKDIVIDER) begin
								if (clk_edge_buffer == 1'b0) begin
									sck_buffer <= 1'b1;
									clk_edge_buffer <= 1'b1;
								end
								else begin
									sck_buffer <= (~sck_buffer);
									clk_count <= 8'h00;
								end
							end
							else begin
								sck_previous <= sck_buffer;
								clk_count <= clk_count + 1'b1;
							end
					endcase
			end
		end
		assign rxbuffer = rx_shift_register;
		assign sclk = sck_buffer;
		assign done_out = done;
endmodule
module SPImaster(
		rst,
		clk,
		start,
		rxdata,
		done,
		transmit,
		txdata,
		y_axis_data
);
	input            rst;
   input            clk;
   input            start;
   input [7:0]      rxdata;
   input            done;
   output           transmit;
   output [15:0]    txdata;
   output [9:0]     y_axis_data;
   reg [15:0]       txdata;
   reg [9:0]        y_axis_data;
   reg              transmit;
   parameter [2:0]  state_type_idle = 3'd0,
                    state_type_configure = 3'd1,
                    state_type_transmitting = 3'd2,
                    state_type_recieving = 3'd3,
                    state_type_finished = 3'd4,
                    state_type_break = 3'd5,
                    state_type_holding = 3'd6;
   reg [2:0]        STATE;
   parameter [1:0]  data_type_y_axis = 2'd1;
   parameter [1:0]  configure_type_powerCtl = 0,
                    configure_type_bwRate = 1,
                    configure_type_dataFormat = 2;
   reg [1:0]        CONFIGUREsel;
   parameter [15:0] POWER_CTL = 16'h2D08;
   parameter [15:0] BW_RATE = 16'h2C08;
   parameter [15:0] DATA_FORMAT = 16'h3100;
   parameter [15:0] yAxis0 = 16'hB400;		 
   parameter [15:0] yAxis1 = 16'hB500;		 
   reg [11:0]       break_count;
   reg [20:0]       hold_count;
   reg              end_configure;
   reg              done_configure;
   reg              register_select;
   reg              finish;
   reg              sample_done;
   reg [3:0]        prevstart;
		always @(posedge clk)
		begin: spi_masterProcess
			begin
				prevstart <= {prevstart[2:0], start};
				if (rst == 1'b1) begin
					transmit <= 1'b0;
					STATE <= state_type_idle;
					break_count <= 12'h000;
					hold_count <= 21'b000000000000000000000;
					done_configure <= 1'b0;
					CONFIGUREsel <= configure_type_powerCtl;
					txdata <= 16'h0000;
					register_select <= 1'b0;
					sample_done <= 1'b0;
					finish <= 1'b0;
					y_axis_data <= 10'b0000000000;
					end_configure <= 1'b0;
				end
				else
					case (STATE)
						state_type_idle :
							if (done_configure == 1'b0) begin
								STATE <= state_type_configure;
								txdata <= POWER_CTL;
								transmit <= 1'b1;
							end
							else if (prevstart == 4'b0011 & start == 1'b1 & done_configure == 1'b1) begin
								STATE <= state_type_transmitting;
								finish <= 1'b0;
								txdata <= yAxis0;
								sample_done <= 1'b0;
							end
						state_type_configure :
							case (CONFIGUREsel)
								configure_type_powerCtl : begin
										STATE <= state_type_finished;
										CONFIGUREsel <= configure_type_bwRate;
										transmit <= 1'b1;
									end
								configure_type_bwRate : begin
										txdata <= BW_RATE;
										STATE <= state_type_finished;
										CONFIGUREsel <= configure_type_dataFormat;
										transmit <= 1'b1;
									end
								configure_type_dataFormat : begin
										txdata <= DATA_FORMAT;
										STATE <= state_type_finished;
										transmit <= 1'b1;
										finish <= 1'b1;
										end_configure <= 1'b1;
									end
								default :
									;
							endcase
						state_type_transmitting :
								begin
									STATE <= state_type_recieving;
									transmit <= 1'b1;
								end
						state_type_recieving :
									case (register_select)
										1'b0 :
											begin
												transmit <= 1'b0;
												if (done == 1'b1)
												begin
													txdata <= yAxis1;
													y_axis_data[7:0] <= rxdata[7:0];
													register_select <= 1'b1;
													STATE <= state_type_finished;
												end
											end
										default :
											begin
												transmit <= 1'b0;
												if (done == 1'b1)
												begin
													txdata <= yAxis0;
													y_axis_data[9:8] <= rxdata[1:0];
													register_select <= 1'b0;
													STATE <= state_type_finished;
													sample_done <= 1'b1;
												end
											end
									endcase
						state_type_finished :
							begin
								transmit <= 1'b0;
								if (done == 1'b1)
								begin
									STATE <= state_type_break;
									if (end_configure == 1'b1)
										done_configure <= 1'b1;
								end
							end
						state_type_break :
							if (break_count == 12'hFFF)
							begin
								break_count <= 12'h000;
								if ((finish == 1'b1 | sample_done == 1'b1) & start == 1'b0)
								begin
									STATE <= state_type_idle;
									txdata <= yAxis0;
								end
								else if (sample_done == 1'b1 & start == 1'b1)
									STATE <= state_type_holding;
								else if (done_configure == 1'b1 & sample_done == 1'b0)
								begin
									STATE <= state_type_transmitting;
									transmit <= 1'b1;
								end
								else if (done_configure == 1'b0)
									STATE <= state_type_configure;
							end
							else
								break_count <= break_count + 1'b1;
						state_type_holding :
							if (hold_count == 24'h1FFFFF)
							begin
								hold_count <= 21'd0;
								STATE <= state_type_transmitting;
								sample_done <= 1'b0;
							end
							else if (start <= 1'b0)
							begin
								STATE <= state_type_idle;
								hold_count <= 21'd0;
							end
							else begin
								hold_count <= hold_count + 1'b1;
							end
					endcase
			end
		end
endmodule
==> ./run.sh <==
#!/bin/bash
# OpenROAD 26Q1-2900-gdf79404cd8, Yosys 0.63+post, stock flow scripts
make -C /OpenROAD-flow-scripts/flow DESIGN_CONFIG=/design/flow/config.mk WORK_HOME=/design/flow/orfs finish
==> flow_summary.yaml <==
# flow metrics
outcome:
  status: "complete, no violations"
final_layout:
  stdcell_count: 783
  fillers: 1129
  final_area_um2: 5951
  drive_gt1_share_pct: 9.431
  mostFrequentLayoutCell: "dfxtp_1"
  final_cell_mix: "114 x dfxtp_1, 75 x nand2_1, 66 x nor2_1"
  syn2layout_area_growth_pct: 18.66
sta:
  setup_viol: 0
  slew_headroom_pct: 56.44
  rsz0062_at_grt: "no"
  fmax_ghz: 0.4897
  worst_pin_slew_ns: 0.6484
  tns_ns: 0
  clock_skew_ns: 0.006410
  finalHoldViolCount: 0
  finalCriticalPeriod_ns: 2.042
  period_used_pct: 75.64
  fin_hold_ws_ns: 0.3508
  slew_violations: 0
routing:
  vias_per_cell: 5.207
  dr.pass1.iters: 4
  n_antenna_cell: 0
  first_iter_violations: 205
  num_vias: 4077
  drt-total-wl_um: 10220
  routedWlPerCell_um: 13.06
  ant_nets: 0
  drc: 0
power_and_ir_drop:
  pwr-share-comb_pct: 3.2
  intPower_mw: 3.279
  seqPwrFrac_pct: 42.8
  cellLeakagePower_nw: 2.197
  ir_drop_uv: 551.9
  p_sw_share_pct: 21.62
  power.net_switching_uw: 904.4
  power.density_nw_per_um2: 703.0
  p_clk_share_pct: 54.0
cts:
  htree_num_levels: 4
  path_clk_slew_ns: 0.05
  hold_buffers: 0
  cts_buffer_depth: 2
  clockRootBuffer: "clkbuf_16"
  clk_latency_ns: 0.40
  cts_sinks: 115
  cts_inserted_buffers: 17
  cts_tree: "built"
  post_cts_buffers: 0
  cts_resized: 0
worst_setup_path:
  regToRegEndpoint: "C0.txdata[12]$_SDFFE_PP0P_"
  slowest_delay_ns: 0.49
  rr_worst_depth: 5
  crit_path_top_delay_cell: "o41ai_4"
  reg2reg_slack_ns: 0.66
  critPathMaxFanout: 6
  arrival_ns: 2.34
  r2r-start: "C0.break_count[0]$_SDFFE_PP0P_"
  path_cells: "ha_1 -> nand2_1 -> o41ai_4 -> nand4_1 -> a221oi_1"
  crit_type: "reg2reg"
  startpoint_type: "register"
  end_kind: "register"
  crit_required_ns: 3.00
synth:
  ys_cells: 587
  syn_avg_cell_area_um2: 8.543
  ys.flops: 115
  syn_inst: 587
  topCellsByArea: "dfxtp_1 46%, nand2_1 5.6%, mux2i_1 5.6%"
  synth_top_cell_by_area: "dfxtp_1"
  synth-edff-count: 1
  syn_area_um2: 5015
  ys.flop_type: "dfxtp_1"
  ys.warnings.count: 3
  top_area_share_pct: 45.51
  synth_cell_type_count: 60
  synth_chip_area_um2: 5015
  ys_seq_share_pct: 46.11
  async_flop_share_pct: 0
place:
  port_buffers: 16
  place_congestion: 0.7931
  place_area_um2: 5349
  dp_cells: 751
  dp_hpwl_um: 6809
global_routing:
  grt_pass1_vias: 3890
  overflow: 0
  grt_usage_pct: 16.98
  grt_first_pass_wirelength_um: 17600
  grt_max_degree: 45
  grt_antenna_before_repair: 0
die:
  row_count: 40
  fp_util_pct: 41.40
  dieWidth_um: 114.0
  chip_area_um2: 12990
  ioPinCount: 17
  die_h_um: 114.0
  core_um2: 12110
flow_run:
  drv_cap: 0
  warnings: 25
worst_hold_path:
  holdPathStages: 0
  hold_start: "C0.prevstart[0]$_DFF_P_"
  min_to: "C0.prevstart[1]$_DFF_P_"
  min_path_type: "reg2reg"
[stage by stage]
step | utilization [%] | setup slack (ns) | power (mW)
after global placement | 44.16 | 0.4401 | 1.957
final | 49.13 | 0.6578 | 4.183
after floorplan | - | 0.9595 | 1.914
after CTS | 49.13 | 0.6590 | 4.226
after detailed placement | 44.16 | 0.3769 | 1.959
after global routing | 49.13 | 0.4783 | 4.321
[how the worst max path moves through the flow]
| stage | slack, ns | start | to | cells past startpoint |
|---|---|---|---|---|
| final | 0.66 | C0.break_count[0]$_SDFFE_PP0P_ | C0.txdata[12]$_SDFFE_PP0P_ | 5 |
| after global routing | 0.48 | C0.break_count[0]$_SDFFE_PP0P_ | C0.txdata[12]$_SDFFE_PP0P_ | 5 |
| after CTS | 0.66 | C0.break_count[0]$_SDFFE_PP0P_ | C0.txdata[12]$_SDFFE_PP0P_ | 5 |
[worst max-delay path, delay by kind of cell (launching register included)]
| family | cells | cell delay, ns |
|---|---|---|
| flip-flops | 1 | 0.37 |
| AND-OR/OR-AND | 2 | 0.87 |
| adder cells (fa/ha/maj) | 1 | 0.21 |
| AND/OR/NAND/NOR | 2 | 0.50 |
[registers in the layout, indices dropped and copies added (netlist names), 3 cells and up]
signal and count:
C0.break_count 12, C1.tx_shift_register 13, C1.rx_count 4, C1.clk_count 8, C1.rx_shift_register 8, C1.tx_count 4
C0.txdata 6, C0.CONFIGUREsel 3, C0.hold_count 21, C0.prevstart 4, C0.y_axis_data 10, C0.STATE 7
[kinds of logic after synthesis]
| group | after synthesis | synth area share [%] |
|---|---|---|
| AND/OR/NAND/NOR | 250 | 24.48 |
| AND-OR/OR-AND | 117 | 15.00 |
| buffers and inverters | 52 | 3.992 |
| flip-flops | 115 | 46.11 |
| multiplexers | 30 | 6.038 |
| adder cells (fa/ha/maj) | 5 | 1.248 |
| XOR/XNOR | 18 | 3.144 |
[synthesized netlist by cell type, drive strengths merged, types with 3 or more instances]
library cell  count
dfxtp           114
nand2            75
nor2             66
a21oi            43
nand3            34
mux2i            28
clkbuf           23
inv              19
o21ai            18
a31oi            16
nand4            16
buf              10
nor3             10
a211oi            9
xnor2             9
xor2              9
and3              7
nor2b             6
ha                5
o31ai             5
or2               5
and2              4
nand2b            4
nand3b            4
nor4              4
o41ai             4
a22oi             3
or3               3
[power by group through the flow]
stage	combinational, mW	clock (mW)	sequential [mW]
4_1_cts	0.135	2.30	1.79
5_1_grt	0.150	2.37	1.80
6_report	0.134	2.26	1.79
[layout make-up]
type                    instances  area (um2)  share of cell area (%)
clock inverters                12       155.1                   2.607
well taps                     168       210.2                   3.532
flip-flops and latches        115        2312                   38.86
inverters                      19       71.32                   1.198
multi-input cells             420        2502                   42.05
repair buffers                 29       252.7                   4.247
clock buffers                  20       446.7                   7.506
[per-layer routing]
metal  vias up  track usage, %  routed length (um)
met2        56           27.84                4752
li1       2116               -                   -
met4         0           2.251                  79
met5         -               0                   0
met1      1901           24.19                5070
met3         4           3.952                 322
Power and IR drop assume default switching activity.
